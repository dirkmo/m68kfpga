[constraint.sdc]
current_design uart

set clk_period 3.5
set clk_io_pct 0.2

create_clock -name clk0 -period $clk_period [get_ports {clk}]

set non_clock_inputs [all_inputs -no_clocks]
set_input_delay [expr $clk_period * $clk_io_pct] -clock clk0 $non_clock_inputs
set_output_delay [expr $clk_period * $clk_io_pct] -clock clk0 [all_outputs]
[config.mk]
export PLATFORM = sky130hd
export DESIGN_NAME = uart
export DESIGN_NICKNAME = uart
export VERILOG_FILES = /design/flow/design.v
export SDC_FILE = /design/flow/constraint.sdc
export NUM_CORES = 4
export LEC_CHECK = 1
export CORE_UTILIZATION = 30
[run.sh]
#!/bin/bash
# OpenROAD 26Q1-2900-gdf79404cd8, Yosys 0.63+post, stock flow scripts
make -C /OpenROAD-flow-scripts/flow DESIGN_CONFIG=/design/flow/config.mk WORK_HOME=/design/flow/orfs finish
[design.v]
`timescale 1ns / 1ps
module fifo(
    input clk,
	 input reset_n,
    input [7:0] data_in,
    output [7:0] data_out,
    input push,
    input pop,
	 output empty,
	 output full
);
	reg [7:0] buffer[3:0];
	reg [1:0] rd_idx;
	reg [1:0] wr_idx;
	reg empty_n;
	assign empty = ~empty_n;
	assign full = ( wr_idx == rd_idx ) && ~empty;
	assign data_out[7:0] = buffer[rd_idx][7:0];
	wire [1:0] rd_idx_next = rd_idx + 2'd1;
	wire [1:0] wr_idx_next = wr_idx + 2'd1;
	reg push_r, pop_r;
	always @(posedge clk) begin
		push_r <= push;
		pop_r <= pop;
	end
	wire push_pe = ~push_r && push;
	wire pop_pe = ~pop_r && pop;
	always @(posedge clk) begin
		if( ~reset_n ) begin
			rd_idx <= 2'd0;
			wr_idx <= 2'd0;
			empty_n <= 1'b0;
		end else if( push_pe && ~full ) begin
			wr_idx <= wr_idx_next;
			buffer[wr_idx] <= data_in[7:0];
			empty_n <= 1'b1;
		end else if( pop_pe && ~empty ) begin
			rd_idx <= rd_idx_next;
			empty_n <= (wr_idx != rd_idx_next);
		end
	end
endmodule
`timescale 1ns / 1ns
module uart(
		input clk,
		input reset_n,
		input rx,
		output reg tx,
		input [15:0] data_write,
		output reg [15:0] data_read,
		input [7:0] addr,
		input uds,
		input lds,
		input rw,
		output reg ack,
		output tx_active,
		input rx_avail_clear_i,
		output [1:0] interrupt
    );
parameter SYS_CLK = 'd25_000_000;
parameter BAUDRATE = 'd115200;
reg tx_start;
reg [8:0] baud;
wire tick = (baud[8:0] == (SYS_CLK/BAUDRATE));
always @(posedge clk) begin
	if(tx_start || tick) begin
		baud <= 0;
	end else begin
		baud <= baud + 'd1;
	end
end
reg [7:0] tx_reg;
reg rx_is_being_read;  
reg status_is_being_read;  
wire [7:0] fifo_out;
reg fifo_pop;
wire [7:0] status;
reg rx_avail_flag;
assign rx_avail = rx_avail_flag;
always @(posedge clk) begin
	data_read[15:0] = 16'h0;
	ack = 1'b0;
	tx_start = 0;
	rx_is_being_read = 1'b0;
	status_is_being_read = 1'b0;
	fifo_pop = 1'b0;
	if( ~reset_n ) begin
	end else
	if( rw ) begin  
		if( addr[7:1] == 7'd0 ) begin
			if( uds ) begin  
			end
			if( lds ) begin  
			end
			ack = 1;
		end else
		if( addr[7:1] == 7'd1 ) begin
			ack = 1'b1;
			if( uds ) begin  
			end
			if( lds ) begin  
				data_read[7:0] = fifo_out[7:0];
				rx_is_being_read = 1'b1;
				fifo_pop = 1;
			end
		end else
		if( addr[7:1] == 7'd2 ) begin
			if( uds ) begin  
			end
			if( lds ) begin  
			end
			ack = 1'b1;
		end else
		if( addr[7:1] == 7'd3 ) begin
			ack = 1'b1;
			if( uds ) begin  
			end
			if( lds ) begin  
				data_read[7:0] = status[7:0];
				status_is_being_read = 1'b1;
			end
		end
	end else begin  
		if( addr[7:1] == 7'd0 ) begin
			if( uds ) begin  
			end
			if( lds ) begin  
			end
			ack = 1'b1;
		end else
		if( addr[7:1] == 7'd1 ) begin
			if( uds ) begin  
				if( tx_active == 0 ) begin
					ack = 1'b1;
				end
			end
			if( lds ) begin  
				if( tx_active == 0 ) begin
					tx_start = 1;
					ack = 1'b1;
				end
			end
		end else
		if( addr[7:1] == 7'd2 ) begin
			if( uds ) begin  
			end
			if( lds ) begin  
			end
			ack = 1'b1;
		end else
		if( addr[7:1] == 7'd3 ) begin
			if( uds ) begin  
			end
			if( lds ) begin  
			end
			ack = 1'b1;
		end
	end  
end
reg [3:0] state_tx;
reg tx_send_tick;
assign tx_active = (state_tx != 0) || tx_start;
always @(posedge clk) begin
	state_tx <= state_tx;
	tx <= tx;
	tx_send_tick <= 0;
	if( ~reset_n ) begin
		tx_reg <= 0;
		state_tx <= 0;
	end else begin
		case (state_tx)
			0: begin
				tx <= 1;
				state_tx <= 0;
				if( tx_start ) begin  
					tx_reg[7:0] <= data_write[7:0];
					tx <= 0;
					state_tx <= 1;
				end
			end
			1: begin
					tx <= 0;
					if( tick ) begin
						tx <= tx_reg[0];
						state_tx <= 2;
					end
				end
			2: begin
					tx <= tx_reg[0];
					if( tick ) begin
						tx <= tx_reg[1];
						state_tx <= 3;
					end
				end
			3: begin
					tx <= tx_reg[1];
					if( tick ) begin
						tx <= tx_reg[2];
						state_tx <= 4;
					end
				end
			4: begin
					tx <= tx_reg[2];
					if( tick ) begin
						tx <= tx_reg[3];
						state_tx <= 5;
					end
				end
			5: begin
					tx <= tx_reg[3];
					if( tick ) begin
						tx <= tx_reg[4];
						state_tx <= 6;
					end
				end
			6: begin
					tx <= tx_reg[4];
					if( tick ) begin
						tx <= tx_reg[5];
						state_tx <= 7;
					end
				end
			7: begin
					tx <= tx_reg[5];
					if( tick ) begin
						tx <= tx_reg[6];
						state_tx <= 8;
					end
				end
			8: begin
					tx <= tx_reg[6];
					if( tick ) begin
						tx <= tx_reg[7];
						state_tx <= 9;
					end
				end
			9: begin
					tx <= tx_reg[7];
					if( tick ) begin
						tx <= 1;
						state_tx <= 10;
					end
				end
			10: begin
					tx <= 1;
					if( tick ) begin
						tx <= 1;
						state_tx <= 11;
					end
				end
			11: begin
				tx <= 1;
				if( tick ) begin
					state_tx <= 12;
				end
			end
			12: begin
				tx <= 1;
				tx_send_tick <= 1;
				state_tx <= 0;
			end
			default: begin
					state_tx <= 0;
					tx <= 1;
				end
		endcase
	end
end
reg [8:0] baud_rx;
reg baud_start;
reg rx_overflow_flag;
wire baud_reset = (baud_rx[8:0] == (SYS_CLK/BAUDRATE));
wire tick_rx = (baud_rx[8:0] == (SYS_CLK/BAUDRATE)/2);
always @(posedge clk) begin
	if(baud_start || baud_reset ) begin
		baud_rx <= 0;
	end else begin
		baud_rx <= baud_rx + 9'd1;
	end
end
reg [3:0] state_rx;
reg rx_avail_tick;
reg [7:0] rx_reg;
always @(posedge clk) begin
	state_rx <= state_rx;
	baud_start <= 0;
	rx_avail_tick <= 0;
	if( ~reset_n ) begin
		state_rx <= 0;
		rx_reg <= 0;
	end else begin
		case ( state_rx )
			0:  
			begin
				if( rx == 0 ) begin
					baud_start <= 1;  
					state_rx <= 1;
				end
			end
			1:  
			if( tick_rx ) begin
				state_rx <= 2;
				if(rx == 1) begin
					state_rx <= 0;  
				end
			end
			2:  
			if( tick_rx ) begin
				rx_reg[0] <= rx;
				state_rx <= 3;
			end
			3:  
			if( tick_rx ) begin
				rx_reg[1] <= rx;
				state_rx <= 4;
			end
			4:  
			if( tick_rx ) begin
				rx_reg[2] <= rx;
				state_rx <= 5;
			end
			5:  
			if( tick_rx ) begin
				rx_reg[3] <= rx;
				state_rx <= 6;
			end
			6:  
			if( tick_rx ) begin
				rx_reg[4] <= rx;
				state_rx <= 7;
			end
			7:  
			if( tick_rx ) begin
				rx_reg[5] <= rx;
				state_rx <= 8;
			end
			8:  
			if( tick_rx ) begin
				rx_reg[6] <= rx;
				state_rx <= 9;
			end
			9:  
			if( tick_rx ) begin
				rx_reg[7] <= rx;
				state_rx <= 10;
			end
			10:  
			if( tick_rx ) begin
				if( rx == 1) begin
					rx_avail_tick <= 1;  
				end
				state_rx <= 0;
			end
			default: state_rx <= 0;
		endcase
	end
end
wire fifo_empty;
wire fifo_full;
always @(posedge clk) begin
	if( ~reset_n || rx_is_being_read || rx_avail_clear_i ) begin
		rx_avail_flag <= 1'b0;
	end else
	if(rx_avail_tick==1'b1) begin
		rx_avail_flag <= 1'b1;
	end
end
always @(posedge clk) begin
	if( ~reset_n || status_is_being_read ) begin
		rx_overflow_flag <= 0;
	end else
	if( rx_avail_tick && fifo_full ) begin
		rx_overflow_flag <= 1;
	end
end
fifo fifo_rx (
    .clk(clk), 
    .reset_n(reset_n), 
    .data_in(rx_reg), 
    .data_out(fifo_out), 
    .push(rx_avail_tick), 
    .pop(fifo_pop), 
    .empty(fifo_empty), 
    .full(fifo_full)
);
assign status[7:0] = { 5'd0, rx_overflow_flag, tx_active, ~fifo_empty };
assign interrupt[1:0] = { tx_send_tick, rx_avail_tick };
endmodule
==> flow_metrics.env <==
# physical design summary
export IMPL_cp_data_required_time_ns=2.80
export IMPL_grt_use_total_pct=10.1
export IMPL_synth_edff_count=33
export IMPL_maxCapViolCount=0
export IMPL_die_h_um=124
export IMPL_ys_sh_xor_pct=3.95
export IMPL_simple_gate_share_pct=19.5
export IMPL_worst_slew_margin_rel_pct=62.3
export IMPL_fin_setup_tns_ns=0
export IMPL_skew_ns=0.00884
export IMPL_syn_mean_instance_area_um2=11.2
export IMPL_ys_types=53
export IMPL_first_pass_iters=4
export IMPL_io_buffer_count=33
export IMPL_status="finished clean"
export IMPL_max_stage_delay_ns=0.43
export IMPL_ys_seq_share_pct=55.7
export IMPL_netlist_area_um2=4440
export IMPL_hold_buffers=0
export IMPL_fill_cells=1376
export IMPL_critical_path_endpoint_type="output pin"
export IMPL_dp_slack_ns=0.927
export IMPL_largestRegisters="fifo_rx.buffer x32, state_rx x11"
export IMPL_cp_slowest_cell="clkdlybuf4s50_1"
export IMPL_cts_inserted_buffers=9
export IMPL_grt_pass1_wl_mm=11.9
export IMPL_top_logic_kind="simple AND/OR/NAND/NOR gates"
export IMPL_postCtsResizedCells=0
export IMPL_area_delta_synth_final_pct=17.5
export IMPL_peakVddDrop_uv=216
export IMPL_insertion_delay_ns=0.35
export IMPL_dieWidth_um=124
export IMPL_htreeDepth=3
export IMPL_cts_setup_buffers=0
export IMPL_synthTopCellsByArea="dfxtp_1 33%, edfxtp_1 22%, mux4_2 4.1%, nand2_1 2.9%, mux2i_1 2.7%"
export IMPL_synth_cells=396
export IMPL_cts_root_buf="clkbuf_16"
export IMPL_cts_tree="built"
export IMPL_min_to="fifo_rx.pop_r$_DFF_P_"
export IMPL_cts_sinks=107
export IMPL_final_cell_mix="74 x dfxtp_1, 34 x nand2_1, 33 x edfxtp_1, 33 x clkdlybuf4s50_1, 32 x nor2_1"
export IMPL_drt_iter0_drc=153
export IMPL_rr_worst_depth=7
export IMPL_crit_reg2reg_launch="baud[0]$_SDFF_PP0_"
export IMPL_vias=2722
export IMPL_grt_pass1_vias=2568
export IMPL_drcViolationCount=0
export IMPL_p_leak_nw=1.90
export IMPL_antenna_found_initial=0
export IMPL_mux_area_share_pct=7.02
export IMPL_drive_above_1_share_pct=10.0
export IMPL_worstSetupPathType="reg2out"
export IMPL_period_used_pct=80.9
export IMPL_mi_logic_area_um2=1800
export IMPL_reg2reg_slack_ns=1.53
export IMPL_largest_register_ffs=32
export IMPL_rsz0062_at_grt="no"
export IMPL_grt_max_degree=47
export IMPL_max_clock_freq_mhz=353
export IMPL_rows=44
export IMPL_synthArstFlopShare_pct=0
export IMPL_yosys_cells=396
export IMPL_warning_count=41
export IMPL_ys_area_um2=4440
export IMPL_wl_per_cell_um=11.8
export IMPL_clk_pin_slew_ns=0.07
export IMPL_synth_compound_area_share_pct=6.83
export IMPL_hold_depth=0
export IMPL_gp_congestion=0.839
export IMPL_overflow=0
export IMPL_fa_ha_area_share_pct=2.54
export IMPL_crit_fanout=10
export IMPL_antenna_left=0
export IMPL_finalWirelength_mm=7.21
export IMPL_largest_register="fifo_rx.buffer"
export IMPL_startpoint_type="flop"
export IMPL_ys_warn_count=3
export IMPL_largest_area_cell="dfxtp_1"
export IMPL_setup_slack_ns=0.670
export IMPL_r2r_end="tx$_DFFE_PP_"
export IMPL_min_period_ns=2.83
export IMPL_pin_count=52
export IMPL_powerDensity_nw_per_um2=492
export IMPL_worst_slew_pin_slew_ns=0.564
export IMPL_seq_area_um2=2470
export IMPL_dp_hpwl_mm=4.77
export IMPL_lay_top_count="dfxtp_1"
export IMPL_clk_path_buf_depth=2
export IMPL_crit_chain="or2_2 -> nor4_2 -> inv_1 -> clkdlybuf4s50_1"
export IMPL_num_antenna_cells=0
export IMPL_hp_start="fifo_pop$_SDFF_PP0_"
export IMPL_setup_viol=0
export IMPL_die_area_um2=15300
export IMPL_numSynthFlops=107
export IMPL_cp_arrival_ns=2.13
export IMPL_initCoreUtil_pct=30.6
export IMPL_holdWs_ns=0.345
export IMPL_hold_viol=0
export IMPL_holdCritPathClass="reg2reg"
export IMPL_core_um2=14500
export IMPL_slew_violations=0
export IMPL_via_per_inst=4.45
export IMPL_dominantRegCellSynth="dfxtp_1"
export IMPL_top_area_share_pct=33.4
## logic make-up after synthesis
kind of cell	Yosys count
simple gates	158
compound gates	41
xor+xnor	20
other cells	1
buf+inv	39
mux	21
flops	107
fa+ha+maj	9
## worst max path at each step
stage / start / endpoint / slack (ns) / cells after the start
final: state_tx[1]$_SDFFE_PN0P_ / tx_active / 0.67 / 4
after global routing: state_tx[1]$_SDFFE_PN0P_ / tx_active / 0.51 / 4
after CTS: state_tx[1]$_SDFFE_PN0P_ / tx_active / 0.66 / 4
## per-stage QoR
stage	power, mW	instance area, µm²	instances	util, %
global placement	1.59	4900	596	33.9
global route	2.68	5210	612	36.0
CTS	2.60	5210	612	36.0
finish	2.57	5210	612	36.0
floorplan	1.54	4460	403	-
detailed placement	1.59	4900	596	33.9
## critical path, delay by kind of cell, from the launching register on
kind                   cells  cell delay (ns)
and+or+nand+nor            2             0.78
buffers and inverters      2             0.59
DFF                        1             0.42
## Yosys cell counts, types with 5 or more instances
cell type / instances
dfxtp_1: 74
nand2_1: 34
edfxtp_1: 33
nor2_1: 32
nand3_1: 19
nor2b_1: 18
a21boi_0: 16
clkbuf_1: 13
nand2b_1: 13
xor2_1: 13
inv_1: 12
mux2i_1: 12
buf_4: 11
ha_1: 9
mux4_2: 8
and2_1: 7
xnor2_1: 7
a21oi_1: 6
nand4_1: 5
o21ai_0: 5
## where the power goes
part / switching, mW / total, mW / leakage [nW] / internal, mW
Sequential: 0.0683 / 1.40 / 0.904 / 1.33
Clock: 0.492 / 1.00 / 0.149 / 0.510
Combinational: 0.0714 / 0.161 / 0.846 / 0.0900
## area by class of cell
type	instances	area share (%)
multi-input combinational	257	34.6
sequential	107	47.4
clock inverter	7	1.61
clock buffer	9	4.32
tap	184	4.42
timing repair buffer	36	6.77
inverter	12	0.864
## layer usage
layer | track usage [%] | up-vias | routed length, µm
met1 | 15.6 | 1246 | 3670
met2 | 15.1 | 46 | 3120
met5 | 0 | - | 0
li1 | - | 1423 | -
met3 | 2.24 | 7 | 309
met4 | 1.66 | 0 | 106
Power and IR drop assume default switching activity.
