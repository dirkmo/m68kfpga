==> constraint.sdc <==
current_design device_mux

set clk_period 5.3
set clk_io_pct 0.2

create_clock -name clk0 -period $clk_period

set non_clock_inputs [all_inputs -no_clocks]
set_input_delay [expr $clk_period * $clk_io_pct] -clock clk0 $non_clock_inputs
set_output_delay [expr $clk_period * $clk_io_pct] -clock clk0 [all_outputs]
==> config.mk <==
export PLATFORM = sky130hd
export DESIGN_NAME = device_mux
export DESIGN_NICKNAME = device_mux
export VERILOG_FILES = /design/flow/design.v
export SDC_FILE = /design/flow/constraint.sdc
export NUM_CORES = 4
export LEC_CHECK = 1
export CORE_AREA = 10 10 139 139
export DIE_AREA = 0 0 149 149
==> design.v <==
`timescale 1ns / 1ps
module device_mux(
		input clk,
		input reset_n,
		input as,
		input [15:0] master_write,
		output [15:0] master_read,
		input [31:0] master_addr,
		input master_uds,
		input master_lds,
		output master_ack,
		input [15:0] slave1_read,
		output [15:0] slave1_write,
		output [23:0] slave1_addr,
		output slave1_uds,
		output slave1_lds,
		input slave1_ack,
		input [15:0] slave2_read,
		output [15:0] slave2_write,
		output [7:0] slave2_addr,
		output slave2_uds,
		output slave2_lds,
		input slave2_ack,
		input [15:0] slave3_read,
		output [15:0] slave3_write,
		output [7:0] slave3_addr,
		output slave3_uds,
		output slave3_lds,
		input slave3_ack,
		input [15:0] slave4_read,
		output [15:0] slave4_write,
		output [7:0] slave4_addr,
		output slave4_uds,
		output slave4_lds,
		input slave4_ack,
		input  [15:0] slave5_read,
		output [15:0] slave5_write,
		output [7:0]  slave5_addr,
		output slave5_uds,
		output slave5_lds,
		input  slave5_ack,
		input  [15:0] slave6_read,
		output [15:0] slave6_write,
		output [7:0]  slave6_addr,
		output slave6_uds,
		output slave6_lds,
		input  slave6_ack
    );
reg [3:0] slave_index;
reg int_ack;
always @(*) begin
	int_ack = 1'b0;
	slave_index = 4'd0;
	if( master_uds || master_lds ) begin
		if( master_addr < 32'h100000 ) begin
			slave_index = 4'd1;
		end else
		if( master_addr < 32'h100100 ) begin
			slave_index = 4'd2;
		end else
		if( master_addr < 32'h100200 ) begin
			slave_index = 4'd3;
		end else
		if( master_addr < 32'h100300 ) begin
			slave_index = 4'd4;
		end else
		if( master_addr < 32'h100400 ) begin
			slave_index = 4'd5;
		end else
		if( master_addr < 32'h100500 ) begin
			slave_index = 4'd6;
		end else
		if( master_addr >= 32'hFFFF_FFF0 ) begin
			int_ack = 1'b1;
		end
	end
end
assign master_read[15:0] =
	(slave_index == 1 ) ? slave1_read[15:0] :
	(slave_index == 2 ) ? slave2_read[15:0] :
	(slave_index == 3 ) ? slave3_read[15:0] :
	(slave_index == 4 ) ? slave4_read[15:0] :
	(slave_index == 5 ) ? slave5_read[15:0] :
	(slave_index == 6 ) ? slave6_read[15:0] :
		16'd0;
assign master_ack =
	(slave_index == 1 ) ? slave1_ack :
	(slave_index == 2 ) ? slave2_ack :
	(slave_index == 3 ) ? slave3_ack :
	(slave_index == 4 ) ? slave4_ack :
	(slave_index == 5 ) ? slave5_ack :
	(slave_index == 6 ) ? slave6_ack :
	            int_ack ? 1'b1 :  
		1'd0;
assign slave1_write[15:0] = master_write[15:0];
assign slave2_write[15:0] = master_write[15:0];
assign slave3_write[15:0] = master_write[15:0];
assign slave4_write[15:0] = master_write[15:0];
assign slave5_write[15:0] = master_write[15:0];
assign slave6_write[15:0] = master_write[15:0];
assign slave1_addr[23:0] = master_addr[23:0];
assign slave2_addr[7:0]  = master_addr[7:0];
assign slave3_addr[7:0]  = master_addr[7:0];
assign slave4_addr[7:0]  = master_addr[7:0];
assign slave5_addr[7:0]  = master_addr[7:0];
assign slave6_addr[7:0]  = master_addr[7:0];
assign slave1_uds = (slave_index == 1 ) ? master_uds : 1'b0;
assign slave1_lds = (slave_index == 1 ) ? master_lds : 1'b0;
assign slave2_uds = (slave_index == 2 ) ? master_uds : 1'b0;
assign slave2_lds = (slave_index == 2 ) ? master_lds : 1'b0;
assign slave3_uds = (slave_index == 3 ) ? master_uds : 1'b0;
assign slave3_lds = (slave_index == 3 ) ? master_lds : 1'b0;
assign slave4_uds = (slave_index == 4 ) ? master_uds : 1'b0;
assign slave4_lds = (slave_index == 4 ) ? master_lds : 1'b0;
assign slave5_uds = (slave_index == 5 ) ? master_uds : 1'b0;
assign slave5_lds = (slave_index == 5 ) ? master_lds : 1'b0;
assign slave6_uds = (slave_index == 6 ) ? master_uds : 1'b0;
assign slave6_lds = (slave_index == 6 ) ? master_lds : 1'b0;
endmodule
==> run.sh <==
#!/bin/bash
# OpenROAD 26Q1-2900-gdf79404cd8, Yosys 0.63+post, stock flow scripts
make -C /OpenROAD-flow-scripts/flow DESIGN_CONFIG=/design/flow/config.mk WORK_HOME=/design/flow/orfs finish
==> summary.rpt <==
=== SYNTHESIS / PLACE & ROUTE SUMMARY ===
----------------------------------------------------
[Synth]
  Biggest combinational cell group after synthesis ........................ buffers and inverters
  Gate count of the mapped netlist ........................ 364
  Adder and majority cell fraction of the synthesized area ........................ 0
  Proportion of synthesized chip area in sequential cells ........................ 0
  Count of yosys warnings during synthesis ........................ 1
  Cell area after technology mapping ........................ 2600 µm²
  Mux share ........................ 0.0504
  Mean post-synth cell area ........................ 7.16 µm²
  Number of unique standard cell types used by synthesis ........................ ~45
  XOR/XNOR share of the synthesized area ........................ 0
  Synthesized-area fraction occupied by ao, oa, aoi and oai cells ........................ 0.222
  Total cell area reported by yosys after synthesis ........................ around 2600 µm²
  Basic-gate share of the synthesized area counting and, or, nand and nor cells ........................ 0.233
  Number of cells in the yosys synthesis report ........................ 364

[Floorplan]
  Vertical die dimension ........................ 149 µm
  Area of the core region ........................ 16,500 µm²
  Area of the die ........................ 22,200 µm²
  Count of standard-cell rows ........................ 47
  Floorplan core density ........................ 0.158
  DIE WIDTH ........................ approximately 150 µm
  Number of primary I/O pins ........................ 344

[Drt]
  Number of antenna-violating nets in the routed design ........................ 0
  Vias per cell ........................ 4.10
  Remaining routing DRC violations ........................ 0
  Routed wire length ........................ 12.6 mm
  Via total after detailed routing ........................ 2,567
  1st-iter DRT viols ........................ 123
  Post-detailed-route wirelength per cell ........................ 20.2 µm
  Inserted Diodes ........................ 0
  Pre-Repair DR Iteration Count ........................ 4

[Power]
  Power density relative to cell area ........................ 47.0 nW/µm²
  Leak ........................ 1.41 nW
  Total power of the final layout ........................ 176 µW
  Maximum VDD drop ........................ 19.2 µV

[Run]
  Max capacitance violation total ........................ 0
  Tally of OpenROAD warnings ........................ 35

[Clock tree]
  Number of post-CTS setup repair buffers ........................ 0
  Hold_buf cts ........................ 0
  PostCTS Resize Cnt ........................ 0

[Placed design]
  Gpl congestion ........................ 0.847
  Final HPWL DP ........................ 10.5 mm
  Count of input and output buffers ........................ 201
  Post-DP Area ........................ around 3700 µm²
  Placed cells ........................ 626
  Pre-CTS setup slack ........................ around 0.21 ns

[Final timing]
  Post-layout worst setup margin ........................ 0.237 ns
  Final worst path period need ........................ a little over 5 ns
  Relative slew margins ........................ 0.568
  Final slew viol count ........................ 0
  Number of hold violations in the final report ........................ 0
  Hold slack final ........................ about 2.1 ns
  Worst-Margin Slew ........................ approximately 0.64 ns
  Peak clock frequency supported by timing ........................ a little under 200 MHz
  Setup TNS ........................ 0 ns
  Final-report setup violation count ........................ 0
  Final period utilization ........................ 0.955
  RSZ-0062 raised after global routing ........................ false

[GRT]
  Initial antenna violation count ........................ 0
  Largest net degree at the start of global routing ........................ 24
  First-pass GRT wire length ........................ 18.1 mm
  Number of global-route vias before repair ........................ 2,814
  Overall fraction of global-route tracks in use ........................ 0.106
  Sum of overflow across all layers after global routing ........................ 0

[Outcome]
  Run status ........................ finished, final reports clean

[Layout]
  Post-route cell area ........................ 3750 µm²
  Core utilization of the finished layout ........................ 0.228
  Non-filler cells in the finished layout ........................ 626
  Sequential cell count ........................ 0
  Combined area of the multi-input logic cells ........................ 1330 µm²
  Filler instances ........................ approximately 1.8k
  Clock buffer cells ........................ 0
  Synthesis-to-layout area growth ........................ 43.8%
  Area used by sequential logic in the layout ........................ 0 µm²
  Layout cell share with drive strength beyond 1 ........................ 0.0887

[Setup path]
  Critical path capture point type ........................ output pin
  Critical path class ........................ in2out
  Launching element type of the critical path ........................ input pin
  Arrival time at the worst endpoint ........................ approximately 4.0 ns
  Maximum fanout along the worst path ........................ 13
  Worst EP required ........................ ~4.2 ns

[Worst hold path]
  Path category of the worst min-delay check ........................ in2out

----------------------------------------------------
## path summary, 6_finish.rpt
path	startpoint	endpoint	slack (ns)	cells past startpoint
max	master_addr[18]	master_read[1]	0.24	7
min	master_addr[1]	slave1_addr[1]	2.12	0
## Yosys cell counts (2+ instances only)
master,number,area share
sky130_fd_sc_hd__a21o_1,12,0.035
sky130_fd_sc_hd__a21oi_1,17,0.033
sky130_fd_sc_hd__a2bb2oi_1,2,0.0067
sky130_fd_sc_hd__and3_1,8,0.019
sky130_fd_sc_hd__buf_2,2,0.0038
sky130_fd_sc_hd__buf_4,161,0.46
sky130_fd_sc_hd__buf_6,2,0.0086
sky130_fd_sc_hd__clkbuf_1,11,0.016
sky130_fd_sc_hd__mux2i_1,12,0.046
sky130_fd_sc_hd__nand2_1,10,0.014
sky130_fd_sc_hd__nand2b_1,2,0.0048
sky130_fd_sc_hd__nand3_1,2,0.0038
sky130_fd_sc_hd__nand3b_1,12,0.035
sky130_fd_sc_hd__nand4_1,9,0.022
sky130_fd_sc_hd__nor2_1,16,0.023
sky130_fd_sc_hd__nor2b_1,14,0.034
sky130_fd_sc_hd__nor3_1,7,0.013
sky130_fd_sc_hd__nor3b_1,2,0.0058
sky130_fd_sc_hd__nor4_1,4,0.0096
sky130_fd_sc_hd__o2111a_1,2,0.0086
sky130_fd_sc_hd__o21a_1,12,0.035
sky130_fd_sc_hd__o21ai_0,4,0.0077
sky130_fd_sc_hd__o21ai_1,3,0.0058
sky130_fd_sc_hd__o22ai_1,4,0.0096
sky130_fd_sc_hd__o22ai_2,9,0.043
sky130_fd_sc_hd__o32ai_1,4,0.013
sky130_fd_sc_hd__or2_1,2,0.0048
sky130_fd_sc_hd__or4_4,2,0.0086
## placed cells by master (no fill, tap or decap), types with 7 or more instances in the layout
cell,count
sky130_fd_sc_hd__mux2i_1,12
sky130_fd_sc_hd__nor2b_1,14
sky130_fd_sc_hd__nand3b_1,12
sky130_fd_sc_hd__o21a_1,12
sky130_fd_sc_hd__nor3_1,7
sky130_fd_sc_hd__nor2_1,16
sky130_fd_sc_hd__buf_4,17
sky130_fd_sc_hd__nand4_1,9
sky130_fd_sc_hd__nand2_1,10
sky130_fd_sc_hd__and3_1,8
sky130_fd_sc_hd__a21oi_1,17
sky130_fd_sc_hd__o22ai_2,9
sky130_fd_sc_hd__clkdlybuf4s50_1,201
sky130_fd_sc_hd__a21o_1,12
## worst max-delay path: stages
cell and delay (ns):
sky130_fd_sc_hd__clkdlybuf4s50_1 0.45, sky130_fd_sc_hd__or4_1 0.65, sky130_fd_sc_hd__or4_4 0.51, sky130_fd_sc_hd__or3_4 0.55, sky130_fd_sc_hd__o22ai_1 0.17, sky130_fd_sc_hd__a21o_1 0.12
sky130_fd_sc_hd__clkdlybuf4s50_1 0.50
## layout make-up
type / instances / share of cell area
multi-input cells: 187 / 0.354
well taps: 220 / 0.0735
repair buffers: 218 / 0.571
inverters: 1 / 0.00100
## where the power goes
part	switching, mW	total, mW	internal [mW]
combinational	0.0506	0.176	0.126
clock	0	0	0
sequential	0	0	0
## layer usage
layer  up-vias  global-route usage  wire [µm]
met3        50              0.0320       1230
met4         0              0.0285        359
met1      1151               0.119       4700
li1       1207                   -          -
met5         -                   0          0
met2       159               0.188       6330
## cells by family after synthesis
kind of cell           count (synthesis)
AOI/OAI and AO/OA                     74
muxes                                 13
buffers and inverters                177
and+or+nand+nor                      100
Power figures rest on the tool's default switching activity, not on a simulated workload.
