[./constraint.sdc]
current_design timer

set clk_period 4.2
set clk_io_pct 0.2

create_clock -name clk0 -period $clk_period [get_ports {clk}]

set non_clock_inputs [all_inputs -no_clocks]
set_input_delay [expr $clk_period * $clk_io_pct] -clock clk0 $non_clock_inputs
set_output_delay [expr $clk_period * $clk_io_pct] -clock clk0 [all_outputs]
[./design.v]
`timescale 1ns / 1ps
module timer(
		input clk,
		input reset_n,
		input [15:0] data_write,
		output reg [15:0] data_read,
		input [7:0] addr,
		input uds,
		input lds,
		input rw,
		output reg ack,
		output interrupt
);
reg [31:0] cnt;
reg [4:0] clk_div;
wire timer_clk = cnt[clk_div];
reg timer_clk_r;
always @(posedge clk) timer_clk_r <= timer_clk;
wire timer_tick = { timer_clk_r, timer_clk } == 2'b01;
reg [31:0] cmp;
reg [31:0] timer;
reg enable;
wire overflow = enable && ( timer == cmp );
reg overflow_r;
always @(posedge clk) overflow_r <= overflow;
assign interrupt = { overflow_r, overflow } == 2'b01;
wire [15:0] ctrl = { 8'd0, { 2'b00, clk_div[4:0], enable } };
wire [6:0] addr7 = addr[7:1];
always @(posedge clk) begin
	ack <= 1'b0;
	if( ~reset_n ) begin
		clk_div <= 0;
		cmp <= 0;
		enable <= 0;
	end else
	if( rw ) begin  
		if( addr[7:1] == 7'd0 ) begin
			if( uds ) begin  
				data_read[15:8] <= timer[31:24];
			end
			if( lds ) begin  
				data_read[7:0] <= timer[23:16];
			end
		end else
		if( addr[7:1] == 7'd1 ) begin
			if( uds ) begin  
				data_read[15:8] <= timer[15:8];
			end
			if( lds ) begin  
				data_read[7:0] <= timer[7:0];
			end
		end else
		if( addr[7:1] == 7'd2 ) begin
			if( uds ) begin  
				data_read[15:8] <= cmp[31:24];
			end
			if( lds ) begin  
				data_read[7:0] <= cmp[23:16];
			end
		end else
		if( addr[7:1] == 7'd3 ) begin
			if( uds ) begin  
				data_read[15:8] <= cmp[15:8];
			end
			if( lds ) begin  
				data_read[7:0] <= cmp[7:0];
			end
		end else		
		if( addr[7:1] == 7'd4 ) begin
			if( uds ) begin  
				data_read[15:8] <= 8'd1;
			end
			if( lds ) begin  
				data_read[7:0] <= 8'd2;
			end
		end else
		if( addr[7:1] == 7'd5 ) begin
			if( uds ) begin  
				data_read[15:8] <= 8'd3; 
			end
			if( lds ) begin  
				data_read[7:0] <= 8'd4; 
			end
		end
		if( uds || lds ) ack <= 1'b1;
	end else begin  
		if( addr[7:1] == 7'd0 ) begin
		end else
		if( addr[7:1] == 7'd1 ) begin
		end else
		if( addr[7:1] == 7'd2 ) begin
			if( uds ) begin  
				cmp[31:24] <= data_write[15:8];
			end
			if( lds ) begin  
				cmp[23:16] <= data_write[7:0];
			end
		end else
		if( addr[7:1] == 7'd3 ) begin
			if( uds ) begin  
				cmp[15:8] <= data_write[15:8];
			end
			if( lds ) begin  
				cmp[7:0] <= data_write[7:0];
			end
		end else
		if( addr[7:1] == 7'd4 ) begin
			if( uds ) begin  
			end
			if( lds ) begin  
			end
		end else
		if( addr[7:1] == 7'd5 ) begin
			if( uds ) begin  
			end
			if( lds ) begin  
				{ clk_div[4:0], enable } <= data_write[5:0];
			end
		end
		if( uds || lds ) ack <= 1;
	end
end
always @(posedge clk) begin
	if( ~reset_n ) begin
		timer <= 0;
	end else begin
		if( ~rw ) begin
			if( addr[7:1] == 7'd0 ) begin
				if( uds ) timer[31:24] <= data_write[15:8];
				if( lds ) timer[23:16] <= data_write[7:0];
			end else
			if( addr[7:1] == 7'd1 ) begin
				if( uds ) timer[15:8] <= data_write[15:8];
				if( lds ) timer[7:0] <= data_write[7:0];
			end
		end
		if( overflow && timer_tick ) begin
			timer <= 'd0;
		end else
		if( enable && timer_tick ) begin
			timer <= timer + 1'b1;
		end
	end
end
always @(posedge clk) begin
	if( ~reset_n ) begin
		cnt <= 0;
	end else
	if(enable) begin
		cnt <= cnt + 'd1;
	end
end
endmodule
[./run.sh]
#!/bin/bash
# OpenROAD 26Q1-2900-gdf79404cd8, Yosys 0.63+post, stock flow scripts
make -C /OpenROAD-flow-scripts/flow DESIGN_CONFIG=/design/flow/config.mk WORK_HOME=/design/flow/orfs finish
[./config.mk]
export PLATFORM = sky130hd
export DESIGN_NAME = timer
export DESIGN_NICKNAME = timer
export VERILOG_FILES = /design/flow/design.v
export SDC_FILE = /design/flow/constraint.sdc
export NUM_CORES = 4
export LEC_CHECK = 1
export CORE_UTILIZATION = 50
==> run summary <==
run results: Final Total Pwr 2.868 mW, CP arrival roughly 3000 ps, chip height 118.0 um, # H-tree levels 4, synth warn 1, worst hold path class flop to flop, Max-Cap Viols 0, max frequency 0.2635 GHz, Synth Area in XOR/XNOR 0.07290, critical path capture point type output pin, Fin. Hold Viols 0, type of element launching the critical path flop, Tcrit/Tclk final 0.9035, Area Growth Syn to Fin 17.97%, FP Util 0.5101, top cells by area dfxtp_1, mux2i_1, edfxtp_1, nand2_1, xor2_1, Core Area 13,190 um2, DP Cell Count 984, Crit path max-delay family simple AND/OR/NAND/NOR gates, Final WS setup around 410 ps, ANT nets after route 0, dpl cell area 7281 um2, DR WL/cell 19.13 um, chip area 13,920 um2, MI comb area 3870 um2, Slowest cell on crit path or4_1, largest net degree at the start of global routing 41, IO Count 47, Clock Pin Slew Worst Setup and Hold Paths 50 ps, share of flip-flops with an asynchronous set or reset 0, EDFF count, synth 16, Dominant comb cell simple AND/OR/NAND/NOR gates, antenna cells 0, 1st-pass router iterations 5, yosys stat chip area around 6700 um2, area leader, netlist dfxtp_1, Final Non-Filler Cells 1,016, drc violations 0, cells in synth_stat.txt around 810, Post-synth seq share 0.3839, unique cell type count in the Yosys netlist 65, Num CTS Buffers 17, Routed Wire Length 19.44 mm, clock skew approximately 6.4 ps, die width about 120 um, FF/Latch Area 2582 um2, DR vias/cell 5.985, Commonest flop dfxtp_1, Post-synth mux share 0.07142, GP Congestion between 0.9 and 1, total track usage 0.2929, clock root cell clkbuf_16, clock latency on the worst-skew pair 410 ps, Final setup violation count 0, CP Class flop to output pin, status finished clean, first-pass GRT wire length 30.38 mm, Mapped Area about 6700 um2, FILL cells roughly 1,100, Post-Syn Instances 805, Avg Synthesized Cell Area 8.357 um2, Synth top area share 0.3124, Log Warnings 26, DP Worst Slack between 600 and 700 ps, Max transition margin 0.3885, sequence of cells on the critical path xor2_1 -> nor4_1 -> nand4_1 -> or4_1 -> nor2_1 -> clkdlybuf4s50_1, CTS tree built, 1st-iter DRT viols about 380, grt total ovfl 0, vias in the first global route 5,496, vias after detailed routing 6,081, yosys adder share 0.003720, leak pwr 2.735 nW, I/O Buffers 45, post-route cell area 7936 um2, Cell Rows 42, VDD IR max 0.3160 mV, aoi share 0.1672, Critical path buffers and inverters 1, worst slew pin tran 908.9 ps, clk sinks 121, flops & latches, synth 121, HPWL after DPL around 14 mm, clk buf depth 2, share of cells above drive strength 1 0.08333, yosys simple share 0.2555, Slew Limit Fails 0, Setup Buffers After CTS 0, hold_buf cts 0, Worst EP required ~3400 ps, Power Density roughly 360 nW/um2, CP Max Fanout 9, RSZ-0062 raised after global routing no, Min Hold Slack 480.8 ps, min Tclk post-route about 3800 ps, utilization after layout 0.6017, post-CTS sizing 0, CP max stage delay about 660 ps, Fin Setup TNS 0 ps, initial antenna violation count 0
power breakdown:
group | internal [mW] | switching (mW)
registers | 1.17 | 0.00189
logic | 0.0384 | 0.0619
clock network | 1.08 | 0.509
total | 2.29 | 0.573
placed cells by master (no fill, tap or decap), types with 12 or more instances in the layout:
cell               n
or3_1             19
a221oi_1          19
buf_4             15
and3_1            15
dfxtp_1          105
a21oi_1           61
nor2_1            60
nand3_1           51
a21o_1            17
edfxtp_1          16
xnor2_1           12
xor2_1            44
nand4_1           15
clkdlybuf4s50_1   45
a31oi_1           13
nand2_1          111
mux2i_1           48
o21ai_0           18
nor3_1            15
clkbuf_16         19
and2_1            14
cells by family (layout without fill, tap and decap cells):
| family | Yosys count | after routing |
|---|---|---|
| AND/OR/NAND/NOR | 345 | 345 |
| AND-OR/OR-AND | 164 | 164 |
| flip-flops | 121 | 121 |
| buffers and inverters | 69 | 104 |
| XOR/XNOR | 56 | 56 |
| multiplexers | 48 | 48 |
| adder cells (fa/ha/maj) | 2 | 2 |
worst register-to-register path: cells and delay by family (launching register included):
kind | cells | cell delay, ps
AND-OR/OR-AND | 1 | 340
AND/OR/NAND/NOR | 5 | 2170
XOR/XNOR | 1 | 160
flip-flops | 1 | 510
routing by layer:
layer / track usage / wire length (um)
met2: 0.4636 / 9371
met1: 0.4346 / 8327
met5: 0 / 0
met3: 0.06040 / 1379
met4: 0.04888 / 359
path summary, 6_finish.rpt:
kind | startpoint | end | slack (ps) | depth (start not counted)
min | cmp[3] | cmp[3] | 480 | 2
max | timer[2] | interrupt | 410 | 6
min reg2reg | cmp[3] | cmp[3] | 480 | 2
max reg2reg | timer[2] | timer[17] | 920 | 7
final cells by class:
class / instances / area share
flip-flops and latches: 121 / 0.3254
well taps: 176 / 0.02775
repair buffers: 60 / 0.07094
inverters: 12 / 0.005676
multi-input cells: 615 / 0.4876
clock inverters: 5 / 0.01261
clock buffers: 27 / 0.07000
state kept, by name, summed over array words and instances (netlist names):
name,flops
cmp,32
cnt,32
timer,32
data_read,16
clk_div,5
ack,1
enable,1
overflow_r,1
timer_clk_r,1
synthesized netlist by cell type (18+ instances only):
library cell,instances
nand2_1,111
dfxtp_1,105
a21oi_1,62
nor2_1,60
nand3_1,51
mux2i_1,48
xor2_1,44
clkbuf_1,27
buf_2,20
a221oi_1,19
or3_1,19
o21ai_0,18
Power is estimated from default activity; no workload was simulated.
